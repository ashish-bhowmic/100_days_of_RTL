--- design.v ---
module pattern_gen (
    input clk,rst,
    output  [7:0] out
);
reg [2:0]count;
reg [7:0]a,c;
always @(posedge clk or posedge rst) begin
    if (rst) begin
        count <=3'b000;
        a <= {4'd1,4'd0};
        c <= {4'd0,4'd1};
    end
    else begin
        count <= count+1;
        if (count) begin
            a<= {a[6:4],a[7],a[3:0]};
        end
    end
end
assign out = (count)? a:c;
endmodule
--- run.sh ---
#!/bin/bash
# OpenROAD 26Q1-2900-gdf79404cd8, Yosys 0.63+post, stock flow scripts
make -C /OpenROAD-flow-scripts/flow DESIGN_CONFIG=/design/flow/config.mk WORK_HOME=/design/flow/orfs finish
--- config.mk ---
export PLATFORM = sky130hd
export DESIGN_NAME = pattern_gen
export DESIGN_NICKNAME = pattern_gen
export VERILOG_FILES = /design/flow/design.v
export SDC_FILE = /design/flow/constraint.sdc
export NUM_CORES = 4
export LEC_CHECK = 1
export CORE_AREA = 10 10 70 70
export DIE_AREA = 0 0 80 80
--- constraint.sdc ---
current_design pattern_gen

set clk_period 3.0
set clk_io_pct 0.2

create_clock -name clk0 -period $clk_period [get_ports {clk}]

set non_clock_inputs [all_inputs -no_clocks]
set_input_delay [expr $clk_period * $clk_io_pct] -clock clk0 $non_clock_inputs
set_output_delay [expr $clk_period * $clk_io_pct] -clock clk0 [all_outputs]
==> results_slide.txt <==
Synthesis and Place & Route Summary

Power
  • Max VDD drop: 0.000121 V
  • P_leak: approximately 0.22 nW
  • Pwr Density: 377 nW/um^2

Placement
  • Detailed Place HPWL: 461 um
  • Dpl ws: 1010 ps
  • Final GP Congestion: between 0.7 and 0.8
  • # port buffers: 6

Floorplan
  • Num rows: 21
  • Die area: around 6400 um^2
  • Io pins: 10
  • Die height: about 80 um
  • CORE AREA: 3420 um^2
  • Chip width: around 80 um
  • Initial core utilization: 10.7%

Yosys
  • Avg Cell Area, Syn: 13.1 um^2
  • Cell Type Count: 11
  • Flops after synth: 7
  • # Cells Yosys: 28
  • Yosys warns: 1
  • Yosys stat area: 367 um^2
  • Seq share, synth: approximately half
  • Post-Syn Instances: 28
  • Cell Area, Synth: 367 um^2

Finish
  • Core Util, Final: 14.2%
  • Area growth, synth to finish: 32.1%
  • FILL cells: 400
  • Layout cell share with drive strength beyond 1: 36.1%

Global route
  • First-pass GRT wire length: approximately 1000 um
  • GR Overflow Total: 0
  • Global-route usage over all layers: roughly 2.1%
  • Number of global-route vias before repair: 216
  • Initial antenna violation count: 0
  • Largest net degree at the start of global routing: 10

Final timing
  • Fin. Hold Viols: 0
  • Final period utilization: between 70% and 80%
  • FMAX: roughly 0.44 GHz
  • Fin worst setup slack: approximately 750 ps
  • Layout Skew: 4.20 ps
  • Final TNS setup: 0 ps
  • Unrepaired setup endpoints after global routing: false
  • Final count of negative-setup-slack endpoints: 0
  • Final Max Slew Viols: 0
  • Crit path time final: 2250 ps

Worst setup path
  • Crit path DRT: roughly 2400 ps
  • Largest stage delay, worst path: 460 ps
  • Critical-path top delay cell: clkdlybuf4s50_1
  • Reg2Reg Depth: 4
  • Worst Path Arrival: 1650 ps
  • CP Cell Sequence: inv_1 -> ha_1 -> nand2b_4 -> and2_2 -> clkdlybuf4s50_1
  • Number of cells on the critical path: 5
  • Worst setup EP type: primary output
  • CP Buf/Inv Count: 2
  • Crit Path Category: reg -> out
  • CP max FO: 9
  • Largest delay share family, worst path: buffers and inverters
  • Critical Path Start Type: register

Clocking
  • CTS max path bufs: 2
  • Root Buffer: clkbuf_4
  • CTS Buf Count: 3
  • Post-CTS Setup Inserts: 0
  • Clk latency of the worst-skew pair: 250 ps
  • Clock sinks: 7
  • Clock Pin Slew Worst Setup and Hold Paths: ~50 ps
  • CTS resizes: 0
  • Hold-fix buffers, CTS: 0
  • CTS tree: done
  • H-tree depth: 1

Detailed routing
  • Detail Route Antenna Nets: 0
  • Via/cell ratio: 2.39
  • # diodes: 0
  • DRC: 0
  • DR iter-0 viols: 4
  • Detailed Routing Iterations Pass 1: 2
  • Via count: between 150 and 200
  • Wire length per cell: 6.99 um
  • Routed WL: 573 um

Hold path
  • Hold Crit Class: reg -> reg
  • Number of cells on the worst hold path: 1

Job
  • Log Warnings: 26
  • Max cap viols: 0

Outcome
  • Status: complete, no violations
[worst paths after layout]
kind | from | to | slack, ps
max reg2reg | count[0] | a[5] | 1800
max | count[0] | out[7] | 750
min in group asynchronous | rst | a[6] | 570
max in group asynchronous | rst | a[4] | 2170
min reg2reg | count[0] | count[0] | 460
min | count[0] | count[0] | 460
[per-stage QoR]
step	hold WS (ps)	cells	area, um^2	power, W
2_1_floorplan	403	30	374	0.000100
3_3_place_gp	428	78	458	0.0000997
3_5_place_dp	455	78	458	0.0000997
4_1_cts	462	82	484	0.000186
5_1_grt	502	82	484	0.000193
6_report	461	82	484	0.000182
[final cells by class]
type | instances | area, um^2 | share of cell area (%)
timing repair buffer | 6 | 60.1 | 12.4
clock buffer | 4 | 26.3 | 5.43
sequential | 7 | 176 | 36.4
tap | 46 | 57.6 | 11.9
multi-input combinational | 15 | 149 | 30.7
inverter | 4 | 15.0 | 3.10
[metal layers]
layer	vias to the layer above	wire [um]	track usage [%]
li1	92	-	-
met1	91	259	2.50
met2	11	189	2.41
met3	2	121	2.50
met4	0	3	0.352
met5	-	0	0
[cell usage in the layout, fill, tap and decap left out]
cell type and count:
mux2_4 4, clkbuf_1 1, xor2_1 1, inv_1 4
clkbuf_4 3, nand2b_4 1, and2_2 4, dfstp_2 1
clkdlybuf4s50_1 6, conb_1 3, ha_1 2, dfrtp_1 6
[sequential cells by signal (all words and copies together), names as in the netlist]
name / cells
count: 3
a: 4
[cell families (layout without fill, tap and decap cells)]
kind of cell             Yosys count  count (layout)  share of synthesized area, %
XOR/XNOR                           1               1                          2.39
adder cells (fa/ha/maj)            2               2                          6.82
buffers and inverters              8              14                          13.3
flip-flops                         7               7                          48.1
multiplexers                       4               4                          16.4
other                              1               3                          1.02
AND/OR/NAND/NOR                    5               5                          11.9
[where the power goes]
| group | internal, W | switching [W] |
|---|---|---|
| clock network | 0.0000507 | 0.0000339 |
| logic | 0.00000121 | 0.00000198 |
| registers | 0.0000947 | 0 |
[synth_stat cells]
master,instances,area share [%]
buf_4,3,6.1
nand2b_4,1,3.8
mux2_4,4,16
dfstp_2,1,7.2
xor2_1,1,2.4
ha_1,2,6.8
inv_1,4,4.1
buf_6,1,3.1
and2_2,4,8.2
conb_1,1,1.0
dfrtp_1,6,41
Power is estimated from default activity; no workload was simulated.
