==> design/flow/design.v <==
module sync_lifo (
    input clk,rst,read,write,
    input [7:0]data_in,
    output reg [7:0]data_out, 
    output reg full,empty
);
parameter depth = 8;
localparam address_bit =$clog2(depth);
reg [7:0] mem [0:depth-1];
reg [address_bit-1:0] pointer;
reg [address_bit:0]count;
always @(posedge clk) begin
    if (rst) begin
        data_out<=0;
        full<=0;
        empty<=1;
        pointer <=0;
        count <=0;
        for (integer i =0 ;i<depth;i=i+1 ) begin
            mem[i] <=0;
        end
    end
    else begin
        if (write && !full) begin
            mem[pointer] <= data_in;
            if (pointer <depth) begin
                pointer <= pointer +1;
            end
            count <= count +1;
        end
        if (read && !empty) begin
            data_out <= mem[pointer-1];
            if (pointer> 0) begin
                pointer <= pointer -1;
            end
            count = count -1;
        end
        if (count == depth) begin
            full <=1;
        end
        else begin
            full <= 0;
        end
        if (count == 0) begin
            empty <=1;
        end
        else begin
            empty<=0;
        end
    end
end
endmodule
==> design/flow/run.sh <==
#!/bin/bash
# OpenROAD 26Q1-2900-gdf79404cd8, Yosys 0.63+post, stock flow scripts
make -C /OpenROAD-flow-scripts/flow DESIGN_CONFIG=/design/flow/config.mk WORK_HOME=/design/flow/orfs finish
==> design/flow/config.mk <==
export PLATFORM = sky130hd
export DESIGN_NAME = sync_lifo
export DESIGN_NICKNAME = sync_lifo
export VERILOG_FILES = /design/flow/design.v
export SDC_FILE = /design/flow/constraint.sdc
export NUM_CORES = 4
export LEC_CHECK = 1
export CORE_UTILIZATION = 40
==> design/flow/constraint.sdc <==
current_design sync_lifo

set clk_period 5.2
set clk_io_pct 0.2

create_clock -name clk0 -period $clk_period [get_ports {clk}]

set non_clock_inputs [all_inputs -no_clocks]
set_input_delay [expr $clk_period * $clk_io_pct] -clock clk0 $non_clock_inputs
set_output_delay [expr $clk_period * $clk_io_pct] -clock clk0 [all_outputs]
==> metrics.csv <==
stage,metric,value,unit
power,Sequential Power Share,49.5,%
cts,Hold Buf Count CTS,0,
cells_and_area,Finished Core Util,47.49,%
cells_and_area,layout cell share with drive strength beyond 1,16.67,%
synth,main flop type,edfxtp_1,
cts,post-CTS sizing,0,
sta,RSZ-0062 raised after global routing,false,
sta,FMAX,0.3566,GHz
critical_path,Critical Path Sink Type,flop,
cts,H-tree depth,3,
power,leak pwr,0.001494,µW
sta,clock skew,9.516,ps
detailed_routing,DR iter-0 viols,98,
detailed_routing,Diodes inserted,0,
critical_path,CP Data Arrival Time,2860,ps
synth,Post-Syn Area per Cell,14.17,µm²
detailed_routing,vias per cell,5.174,
cts,CTS Buffer Depth,2,
floorplan,I/O pins,22,
global_route,largest net degree at the start of global routing,28,
sta,"Setup violations, final",0,
synth,Top-area cell share,52.57,%
place,Port Buffers,21,
detailed_routing,Via Count,2049,
detailed_routing,total routed wirelength,7.244,mm
sta,Max Slew Vio Count,0,
global_route,vias in the first global route,2097,
synth,adder share,1.369,%
worst_hold_path,Hold WC Path Type,reg2reg,
floorplan,Site Rows,34,
synth,main area contributors,"edfxtp_1, and2_1, mux4_2",
sta,Fin. Hold Viols,0,
detailed_routing,Residual DRC,0,
place,RD Place Congestion,0.8528,
cts,setup bufs post-CTS,0,
floorplan,Die X,97.61,µm
global_route,gr usage total,17.66,%
power,switch share,27.60,%
sta,minimum clock period,2804,ps
sta,slew at the pin closest to its max-slew limit,713.0,ps
floorplan,Pre-Place Util,41.52,%
outcome,outcome,"finished, final reports clean",
cts,total clock sinks,81,
power,Max VDD drop,0.0001267,V
synth,Synth logic family,simple AND/OR/NAND/NOR gates,
sta,fin crit share,53.93,%
synth,"XOR Share, Synth",1.951,%
cts,clk latency of the worst-skew pair,350,ps
synth,Post-Synth AOI/OAI Area,2.909,%
synth,yosys stat chip area,0.003656,mm²
place,DP HPWL,5.130,mm
power,Power Density,385.7,mW/mm²
global_route,initial antenna violation count,0,
sta,Rel. slew slack,52.46,%
synth,synth cell count leaders,"and2_1, edfxtp_1, nor2_1",
cts,CTS tree,done,
synth,Flops after synth,81,
cts,clock root buffer,clkbuf_8,
synth,YS warnings,1,
run,total of max-cap violations,0,
detailed_routing,drt wl/cell,18.29,µm
global_route,global-route wire length before repair,11.55,mm
cts,TritonCTS buffer count,9,
power,Comb pwr share,21.9,%
run,Tool Warnings,27,
floorplan,Die ar.,0.009527,mm²
power,Clock power frac,28.5,%
synth,Yosys top cell by area,edfxtp_1,
synth,Synth Area in Simple Gates,17.76,%
synth,"EDFF count, synth",64,
cells_and_area,Area Growth Syn to Fin,14.37,%
floorplan,die height,97.61,µm
power,Net Switching,445.1,µW
power,Int Power,1168,µW
synth,register share after synthesis,61.88,%
floorplan,CORE AREA,0.008806,mm²
cells_and_area,FILL cells,763,
detailed_routing,Final ANT Viol Nets,0,
critical_path,Startpoint Class,primary input,
synth,Distinct lib cells used,33,
critical_path,WP data required,5250,ps
synth,cell count listed in synth_stat.txt,258,
synth,Mapped Area,0.003656,mm²
cts,Clock transition at path regs,80,ps
sta,Fin Setup TNS,0,ps
synth,Async SR Flop Fraction,0,%
synth,Gate Count Post-Synth,258,
critical_path,crit path kind,in2reg,
synth,Mux area share,12.35,%
detailed_routing,drt pass-1 iters,21,
global_route,gr ovfl total,0,
critical_path,crit-path max FO,27,
## final timing paths
| path | depth (start not counted) | start | slack, ps | endpoint |
|---|---|---|---|---|
| worst min register to register | 1 | count[3] | 490 | empty |
| worst min-delay path | 1 | count[3] | 490 | empty |
| worst max register to register | 6 | pointer[0] | 2680 | data_out[1] |
| worst max-delay path | 5 | rst | 2400 | mem[1][7] |
## sequential cells by signal, indices dropped and copies added, names as in the netlist
register / flops
pointer: 3
empty: 1
count: 4
full: 1
mem: 64
data_out: 8
## routing by layer
metal | global-route usage, % | vias to the layer above | wire length, µm
met2 | 25.20 | 79 | 3173
met3 | 8.638 | 11 | 627
li1 | - | 989 | -
met1 | 26.89 | 970 | 3307
met5 | 0 | - | 0
met4 | 2.914 | 0 | 136
## metrics by stage
step                cell area [µm²]  hold slack (ps)  total power [µW]  setup slack (ps)  std cells
floorplan                      3656            450.3              1050              2827        258
global placement               3980            479.1              1171              2109        380
detailed placement             3980            476.6              1171              2073        380
CTS                            4182            496.8              1628              2442        396
global route                   4182            522.3              1699              2309        396
finish                         4182            491.0              1613              2396        396
## worst max-delay path: stages
cell             delay [ps]
clkdlybuf4s50_1         410
buf_4                   240
or3_1                   480
nor2_1                  380
or2_2                   300
## power groups by stage
stage | clock (µW) | combinational [µW] | sequential (µW)
global route | 501 | 390 | 808
CTS | 471 | 358 | 799
finish | 460 | 354 | 798
## logic make-up after synthesis
logic type / count (synthesis)
AND-OR/OR-AND: 15
multiplexers: 25
buffers and inverters: 15
XOR/XNOR: 6
flip-flops: 81
AND/OR/NAND/NOR: 112
adder cells (fa/ha/maj): 4
## layout make-up
class / instances / area (µm²) / share of cell area [%]
clock inverter: 7 / 77.57 / 1.855
clock buffer: 9 / 123.9 / 2.962
inverter: 5 / 18.77 / 0.4488
tap: 108 / 135.1 / 3.232
sequential: 81 / 2262 / 54.10
multi-input combinational: 162 / 1331 / 31.84
timing repair buffer: 24 / 232.7 / 5.566
## cells in the final DEF (no fill, tap or decap)
cell type | synthesis | final
nor3_1 | 1 | 1
nand3_1 | 1 | 1
clkinvlp_4 | 0 | 4
ha_1 | 4 | 4
mux4_2 | 16 | 16
nor4_1 | 1 | 1
nor3_2 | 2 | 2
bufinv_16 | 0 | 1
mux2i_1 | 8 | 8
nor2b_1 | 2 | 1
or2_2 | 8 | 8
nand2_1 | 6 | 6
inv_6 | 0 | 2
inv_1 | 5 | 5
nand3b_1 | 1 | 1
xor2_1 | 1 | 1
a41oi_1 | 1 | 1
clkbuf_8 | 0 | 9
o21ai_0 | 1 | 1
or3_1 | 1 | 1
mux2_2 | 1 | 1
and2_1 | 64 | 64
o21bai_1 | 1 | 1
xnor2_1 | 4 | 4
nor2_1 | 19 | 19
xor2_4 | 1 | 1
a211oi_1 | 10 | 10
nor4b_1 | 1 | 1
dfxtp_1 | 17 | 17
buf_4 | 1 | 3
nor2b_2 | 0 | 1
nor3b_1 | 2 | 2
edfxtp_1 | 64 | 64
nand2b_1 | 2 | 2
clkdlybuf4s50_1 | 0 | 21
and3_1 | 1 | 1
a21oi_1 | 2 | 2
Power figures rest on the tool's default switching activity, not on a simulated workload.
