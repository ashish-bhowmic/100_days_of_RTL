==> /design/flow/config.mk <==
export PLATFORM = sky130hd
export DESIGN_NAME = sync_fifo
export DESIGN_NICKNAME = sync_fifo
export VERILOG_FILES = /design/flow/design.v
export SDC_FILE = /design/flow/constraint.sdc
export NUM_CORES = 4
export LEC_CHECK = 1
export CORE_UTILIZATION = 40
==> /design/flow/constraint.sdc <==
current_design sync_fifo

set clk_period 3.5
set clk_io_pct 0.2

create_clock -name clk0 -period $clk_period [get_ports {clk}]

set non_clock_inputs [all_inputs -no_clocks]
set_input_delay [expr $clk_period * $clk_io_pct] -clock clk0 $non_clock_inputs
set_output_delay [expr $clk_period * $clk_io_pct] -clock clk0 [all_outputs]
==> /design/flow/design.v <==
module sync_fifo (
    input clk,rst,read,write,
    input [7:0]data_in,
    output reg [7:0]data_out, 
    output reg full,empty
);
parameter depth = 8;
localparam address_bit = $clog2(depth);
reg [7:0]mem[0:depth-1];
reg [address_bit-1:0]read_pointer,write_pointer;
reg [address_bit:0]count;
always @(posedge clk) begin
    if (rst) begin
        data_out <=0;
        read_pointer <=0;
        write_pointer <= 0;
        empty = 1;
        full =0;
        count =0;
        for (integer i =0 ;i<depth ;i =i+1 ) begin
            mem[i] <=8'b0;
        end
    end
    else begin
        if (write && !full) begin
            mem[write_pointer] <= data_in;
            write_pointer <= write_pointer +1;
            if (write_pointer==depth) begin
                write_pointer <=0;
            end
            count <=count +1;
        end
        if (read && !empty) begin
            data_out <= mem[read_pointer];
            read_pointer <= read_pointer +1;
            if (read_pointer == depth) begin    
                read_pointer <= 0;
            end
            count <= count -1;
        end
        if (count ==depth) begin
            full <=1;
        end else begin
            full <= 1'b0;
        end
        if (count==0) begin
            empty <= 1;
        end
        else begin
            empty <=0;
        end
    end
end
endmodule
==> /design/flow/run.sh <==
#!/bin/bash
# OpenROAD 26Q1-2900-gdf79404cd8, Yosys 0.63+post, stock flow scripts
make -C /OpenROAD-flow-scripts/flow DESIGN_CONFIG=/design/flow/config.mk WORK_HOME=/design/flow/orfs finish
==> run_results.csv <==
group,metric,value,unit
route,dr.pass1.iters,4,
floorplanning,fp-row-count,35,
floorplanning,core_area,9196,um2
power_and_ir_drop,power_leakage,1.522,nW
final_timing,setup_viol,0,
logic_synthesis,ys_warn_count,1,
placement,dp.final_hpwl,5.448,mm
cts,postCtsSetupRepairBufs,0,
route,vias_per_cell,5.142,
worst_hold_path,hold_path_class,"flop to flop",
placement,portBuffers,21,
logic_synthesis,ys_types,32,
final_timing,fmax,419.9,MHz
worst_setup_path,crit_family,"simple AND/OR/NAND/NOR gates",
route,dr_total_vias,2252,
final_timing,rsz0062_at_grt,"false",
route,wl_per_cell,17.22,um
logic_synthesis,synthCells,299,
worst_setup_path,slowest_stage,"or3b_4",
worst_setup_path,critPathBufInv,1,
cts,cts.reportedPaths.clkPinSlew,0.08,ns
floorplanning,floorplan.core_util,0.4121,
floorplanning,chipArea,9868,um2
run_status,run_status,"completed",
floorplanning,fp.dieW,99.34,um
floorplanning,dieHeight,99.34,um
grt,grtUsageTotal,0.1755,
cts,ctsHoldBuffers,0,
job,cap_violations,0,
worst_setup_path,crit_path_end_kind,"flop",
logic_synthesis,ys.flop_type,"edfxtp_1",
worst_setup_path,start_kind,"input pin",
cts,cts_sinks,84,
route,routed_wl,7.542,mm
grt,antenna_found_initial,0,
logic_synthesis,yosys-stat-area,3790,um2
grt,grt_first_pass_wirelength,12.09,mm
logic_synthesis,ys_seq_frac,0.6127,
logic_synthesis,ys_cells,299,
worst_setup_path,cp.arrival,2.43,ns
route,drtAntennaViolNets,0,
power_and_ir_drop,vdd_drop_max,0.0001888,V
worst_setup_path,path_cells,"clkdlybuf4s50_1 > nor2b_4 > or3b_4 > nor3_4 > or2_2",
worst_setup_path,crit_required,3.55,ns
layout,synthToLayoutAreaGrowth,13.44,%
cts,clk_latency,0.35,ns
logic_synthesis,synthArstFlopShare,0,
route,drt_iter0_markers,97,
final_timing,tns,0,ns
logic_synthesis,syn_area,3790,um2
cts,h-tree-depth,3,
grt,grt_max_degree,25,
floorplanning,boundaryPins,22,
layout,final_area,4299,um2
job,log.warning_count,25,
grt,grt_pass1_vias,2244,
placement,place.gp.congestion,0.8037,
worst_setup_path,max_stage_delay,0.49,ns
logic_synthesis,syn_avg_cell_area,12.68,um2
route,drc,0,
final_timing,finalHoldViolations,0,
final_timing,tightest_slew,0.7179,ns
cts,numCtsBuffers,9,
placement,placedInstanceArea,4100,um2
logic_synthesis,ys.flops,84,
final_timing,finalCritPeriodShare,0.6804,
worst_setup_path,regToRegSetupSlack,1.55,ns
final_timing,slew_violations,0,
layout,drive_gt1_frac,0.1070,
final_timing,hold_ws,0.4810,ns
logic_synthesis,synth-edff-count,64,
power_and_ir_drop,power_density,523.0,nW/um2
layout,utilization,0.4675,
cts,cts_tree,"built",
final_timing,slew-limit-headroom,0.5214,
worst_setup_path,cp_max_fo,9,
final_timing,clock_skew,0.009178,ns
cts,post_cts_resized,0,
cts,clockBufferDepth,2,
grt,grt-ovfl-total,0,
cts,cts_root_buf,"clkbuf_8",
route,antennaDiodeCount,0,
final_timing,period_needed,2.382,ns
worst_setup_path,criticalPathCategory,"input pin to flop",
==> per-layer routing <==
layer	vias to the layer above	track usage	wire [um]
met5	-	0	0
met4	0	0.02262	90
met3	8	0.05432	400
met2	61	0.2650	3548
met1	1073	0.2779	3503
li1	1110	-	-
==> cells in the mapped netlist, types with 2 or more instances <==
cell type / instances / area [um2]
a21oi_1: 12 / 60.06
a22oi_1: 16 / 120.1
and2_1: 65 / 406.6
buf_2: 2 / 10.01
buf_4: 3 / 22.52
clkbuf_1: 7 / 26.28
dfxtp_1: 20 / 400.4
edfxtp_1: 64 / 1922
ha_1: 3 / 37.54
mux2i_1: 33 / 330.3
nand2_1: 7 / 26.28
nand2b_1: 3 / 18.77
nor2_1: 20 / 75.07
nor2_4: 3 / 33.78
nor2b_1: 3 / 18.77
nor3_1: 9 / 45.04
o21ai_0: 2 / 10.01
or2_2: 8 / 50.05
xnor2_1: 3 / 26.28
xor2_1: 4 / 35.03
==> cells by family (layout without fill, tap and decap cells) <==
family,after synthesis,count (layout),share of synthesized area
AOI/OAI and AO/OA,33,33,0.05580
adders and majority gates,3,3,0.009905
DFF,84,84,0.6127
muxes,33,33,0.08716
buffers and inverters,13,41,0.01849
and+or+nand+nor,126,126,0.1997
xor gates and xnor gates,7,7,0.01618
==> layout by cell type (no fill, tap or decap), types with 4 or more instances in the layout <==
master | Yosys | final
mux2i_1 | 33 | 33
xor2_1 | 4 | 4
clkdlybuf4s50_1 | 0 | 21
nand2_1 | 7 | 7
and2_1 | 65 | 65
a21oi_1 | 12 | 12
clkbuf_8 | 0 | 9
dfxtp_1 | 20 | 19
nor2_1 | 20 | 20
nor3_1 | 9 | 9
a22oi_1 | 16 | 16
edfxtp_1 | 64 | 64
or2_2 | 8 | 8
buf_4 | 3 | 4
==> worst reg2reg max path: stages (launching register included) <==
cell and delay, ns:
dfxtp_2 0.80, buf_4 0.37, mux2i_1 0.28, a22oi_1 0.13
a21oi_1 0.20, nor3_1 0.07
==> final cells by class <==
type | count | area [um2]
clock buffers | 9 | 123.9
clock inverters | 7 | 75.07
fillers | 836 | 4897
multi-input cells | 202 | 1398
flip-flops and latches | 84 | 2323
well taps | 111 | 138.9
repair buffers | 25 | 240.2
==> stage by stage <==
step | cells | total power, mW | setup slack, ns
floorplan | 299 | 1.463 | 1.391
global placement | 422 | 1.586 | 0.7909
detailed placement | 422 | 1.588 | 0.7519
CTS | 438 | 2.268 | 1.134
global route | 438 | 2.357 | 1.043
finish | 438 | 2.248 | 1.118
==> final timing paths <==
kind	from	end	depth (start not counted)
max reg2reg	read_pointer[0]	data_out[6]	5
min	count[3]	empty	1
max	write	mem[0][7]	5
min reg2reg	count[3]	empty	1
==> state kept, by name, indices dropped and copies added (netlist names) <==
signal	count
mem	64
full	1
read_pointer	3
count	4
write_pointer	3
empty	1
data_out	8
==> power breakdown <==
part           total [mW]  internal (mW)  leakage [nW]  switching (mW)
clock               0.685          0.333        0.0939           0.352
sequential           1.22           1.15         0.827          0.0712
combinational       0.342          0.179         0.601           0.163
Power figures rest on the tool's default switching activity, not on a simulated workload.
